<file path="flow/design.v">
module cic_filter_top(
  input         clk,
  input         reset_n,
  input         data_in,
  output [18:0] data_out,
  input         data_en
);
  wire  _T_2 = ~reset_n;  
  reg [5:0] counter_a;  
  wire  wrap_wrap = counter_a == 6'h3f;  
  wire [5:0] _wrap_value_T_1 = counter_a + 6'h1;  
  wire  counter_b = data_en & wrap_wrap;  
  reg [18:0] sum_0;  
  reg [18:0] sum_1;  
  reg [18:0] sum_2;  
  wire [18:0] _GEN_2 = {{18'd0}, data_in};  
  wire [18:0] sum_out = sum_2 + sum_1;  
  reg [18:0] sub_0;  
  reg [18:0] sub_1;  
  reg [18:0] sub_2;  
  reg [18:0] sub_out;  
  wire [18:0] sub_next_0 = sum_out - sub_0;  
  wire [18:0] sub_next_1 = sub_next_0 - sub_1;  
  wire [18:0] sub_next_2 = sub_next_1 - sub_2;  
  assign data_out = sub_out;  
  always @(posedge clk or posedge _T_2) begin
    if (_T_2) begin  
      counter_a <= 6'h0;  
    end else if (data_en) begin  
      counter_a <= _wrap_value_T_1;
    end
  end
  always @(posedge clk or posedge _T_2) begin
    if (_T_2) begin  
      sum_0 <= 19'h0;
    end else begin
      sum_0 <= sum_0 + _GEN_2;
    end
  end
  always @(posedge clk or posedge _T_2) begin
    if (_T_2) begin  
      sum_1 <= 19'h0;
    end else begin
      sum_1 <= sum_0 + sum_1;
    end
  end
  always @(posedge clk or posedge _T_2) begin
    if (_T_2) begin  
      sum_2 <= 19'h0;
    end else begin
      sum_2 <= sum_1 + sum_2;
    end
  end
  always @(posedge clk or posedge _T_2) begin
    if (_T_2) begin  
      sub_0 <= 19'h0;
    end else if (counter_b) begin
      sub_0 <= sum_out;
    end
  end
  always @(posedge clk or posedge _T_2) begin
    if (_T_2) begin  
      sub_1 <= 19'h0;
    end else if (counter_b) begin
      sub_1 <= sub_next_0;
    end
  end
  always @(posedge clk or posedge _T_2) begin
    if (_T_2) begin  
      sub_2 <= 19'h0;
    end else if (counter_b) begin
      sub_2 <= sub_next_1;
    end
  end
  always @(posedge clk or posedge _T_2) begin
    if (_T_2) begin  
      sub_out <= 19'h0;
    end else if (counter_b) begin
      sub_out <= sub_next_2;
    end
  end
endmodule
</file>
<file path="flow/run.sh">
#!/bin/bash
# OpenROAD 26Q1-2900-gdf79404cd8, Yosys 0.63+post, stock flow scripts
make -C /OpenROAD-flow-scripts/flow DESIGN_CONFIG=/design/flow/config.mk WORK_HOME=/design/flow/orfs finish
</file>
<file path="flow/config.mk">
export PLATFORM = sky130hd
export DESIGN_NAME = cic_filter_top
export DESIGN_NICKNAME = cic_filter_top
export VERILOG_FILES = /design/flow/design.v
export SDC_FILE = /design/flow/constraint.sdc
export NUM_CORES = 4
export LEC_CHECK = 1
export CORE_UTILIZATION = 50
</file>
<file path="flow/constraint.sdc">
current_design cic_filter_top

set clk_period 13.0
set clk_io_pct 0.2

create_clock -name clk0 -period $clk_period [get_ports {clk}]

set non_clock_inputs [all_inputs -no_clocks]
set_input_delay [expr $clk_period * $clk_io_pct] -clock clk0 $non_clock_inputs
set_output_delay [expr $clk_period * $clk_io_pct] -clock clk0 [all_outputs]
</file>
==> out/metrics.cfg <==
[timing]
finalSetupViolations = 0
rsz0062_at_grt = no
worstMarginPinSlew_ps = 676
fin_ws_ps = 6380
drv_slew = 0
hold_viol = 0
slew_headroom = 0.549
skew_ps = 6.38
tns_ps = 0
fmax_ghz = 0.151
post-route-period-util = 0.509
fin_crit_ps = 6620

[clock_network]
cts-root-buf = clkbuf_16
h-tree-depth = 4
cts-resized-gates = 0
clk_latency_ps = 410
clkTransAtPathRegs_ps = 60
cts_buffers = 17
postCtsSetupRepairBufs = 0
clock-sinks = 139
cts_hold_buffers = 0
clock_path_buffers = 2
cts_tree = done

[place]
port_buffers = 22
dp_hpwl_mm = 11.3
dpl_worst_slack_ps = 6390
placed_area_sq_um = 9130
gp_congestion = 0.868

[yosys]
yosys_area_sq_um = 8660
postSynthSeqShare = 0.402
syn_inst = 921
synth-edff-count = 0
synthFlopType = dfrtp_1
synth_cell_type_count = 52
ys_seq_elements = 139
syn_avg_cell_area_sq_um = 9.41
async_flop_share = 1.00
ys_cells = 921
yosys_warnings = 1
syn_area_sq_um = 8660

[grt]
grt_pass1_vias = 6323
use_met1 = 0.319
antenna_found_initial = 0
met2_usage = 0.312
grt.met3_usage = 0.0326
overflow = 0
grt_usage = 0.200
grt_max_degree = 66
grt.busiest_layer = met1
grt_pass1_wl_mm = 28.7

[hold_path]
holdCritPathClass = flip-flop to flip-flop

[outcome]
outcome = completed

[routing]
first_iter_violations = 266
drc = 0
via_count = 6303
viasPerCell = 5.33
detail_route.wl_per_cell_microns = 13.2
ant_nets = 0
routed_wl_mm = 15.6
insertedDiodeCount = 0
firstDrtPassIters = 5

[final_layout]
fin_util = 0.583
layout_top_cells = 139 x dfrtp_1, 113 x nand2_1, 93 x ha_1
fillers = 1355
mostFrequentLayoutCell = dfrtp_1
regArea_sq_um = 3480
logic_area_sq_um = 4820
drive_above_1_share = 0.0572
stdcell_area_sq_um = 9760
syn2layout_area_growth_pct = 12.7

[die]
dieArea_sq_um = 17900
fp_util = 0.517
rows = 47
dieWidth_microns = 134
dieHeight_microns = 134
io_pins = 23
core_area_sq_um = 16800

[flow_run]
warnings = 25
drv_cap = 0

[worst_setup_path]
arrival_ps = 6900
cp-startpoint = sum_1[1]
startpoint_type = flip-flop
critical_path_class = flip-flop to flip-flop
reg2regPathDepth = 29
slowest_delay_ps = 560
end_kind = flip-flop
endpoint = sub_out[18]
r2r_start = sum_1[1]
worstPathRequired_ps = 13280
path_max_fanout = 5
crit_slowest_cell = or4_1
r2r_slack_ps = 6380
r2r_end = sub_out[18]
cpMostUsedCell = ha_1

## synth_stat cells (2+ instances only)
cell type / count / area (sq um)
a21oi_1: 50 / 250
a31o_1: 3 / 26.3
a31oi_1: 8 / 50.1
xor2_1: 32 / 280
nor3_1: 12 / 60.1
o211ai_1: 3 / 22.5
or4_1: 2 / 15.0
a211o_1: 3 / 26.3
o21ai_1: 30 / 150
dfrtp_1: 139 / 3480
ha_1: 93 / 1160
or3_1: 4 / 25.0
inv_1: 82 / 308
nand2b_1: 11 / 68.8
o21bai_1: 9 / 67.6
xnor2_1: 68 / 596
a211oi_1: 4 / 30.0
a21boi_1: 4 / 30.0
nand4_1: 6 / 37.5
o2111ai_1: 2 / 17.5
nor2b_1: 18 / 113
and3_1: 9 / 56.3
clkbuf_1: 15 / 56.3
o31ai_1: 4 / 30.0
and2_1: 3 / 18.8
nand3_1: 21 / 105
nor3b_1: 2 / 15.0
o21ai_0: 66 / 330
fa_1: 5 / 100
nand2_1: 113 / 424
nor2_1: 45 / 169
a21o_1: 19 / 143
o21a_1: 9 / 67.6
mux2_2: 9 / 101
## cells by family (layout without fill, tap and decap cells)
logic type | count (synthesis) | after routing | synth area share
muxes | 10 | 10 | 0.0134
buffers and inverters | 97 | 138 | 0.0420
AOI/OAI and AO/OA | 227 | 227 | 0.159
xor gates and xnor gates | 103 | 103 | 0.109
adders and majority gates | 98 | 98 | 0.146
and+or+nand+nor | 247 | 247 | 0.129
DFF | 139 | 139 | 0.402
## worst min path at each step
| stage | startpoint | end | slack (ps) | cells after the start |
|---|---|---|---|---|
| final | sub_out[8] | sub_out[8] | 480 | 2 |
| after global routing | sub_out[1] | sub_out[1] | 510 | 2 |
| after CTS | sub_out[4] | sub_out[4] | 480 | 2 |
## critical path, delay by kind of cell (launching register included)
family          cells  cell delay (ps)
xor+xnor            5              850
flops               1              430
simple gates        6             1210
compound gates     14             2810
fa+ha+maj           4             1180
## metrics by stage
step | cells | hold WS [ps]
after CTS | 1182 | 483
after detailed placement | 1152 | 470
after global routing | 1182 | 505
after global placement | 1152 | 460
after floorplan | 921 | 421
final | 1182 | 477
## routing by layer
metal / vias up / share of wire
met1: 2986 / 0.50
met4: 0 / 0.0098
met5: - / 0
met3: 11 / 0.033
met2: 76 / 0.46
li1: 3230 / -
## flip-flops by register name, indices dropped and copies added (netlist names)
signal	flops
sub_1	19
sub_0	19
sum_0	19
sub_out	19
sub_2	19
sum_1	19
sum_2	19
counter_a	6
## layout make-up
cell class / count / area share
Clock buffer: 24 / 0.0534
Clock inverter: 6 / 0.0110
Inverter: 82 / 0.0315
Multi-Input combinational cell: 685 / 0.494
Sequential cell: 139 / 0.356
Tap cell: 220 / 0.0282
Timing Repair Buffer: 26 / 0.0258
